$ cat design/flow/config.mk
export PLATFORM = sky130hd
export DESIGN_NAME = sram_160b_w16
export DESIGN_NICKNAME = sram_160b_w16
export VERILOG_FILES = /design/flow/design.v
export SDC_FILE = /design/flow/constraint.sdc
export NUM_CORES = 4
export LEC_CHECK = 1
export CORE_UTILIZATION = 30
$ cat design/flow/constraint.sdc
current_design sram_160b_w16

set clk_period 52.3
set clk_io_pct 0.2

create_clock -name clk0 -period $clk_period [get_ports {CLK}]

set non_clock_inputs [all_inputs -no_clocks]
set_input_delay [expr $clk_period * $clk_io_pct] -clock clk0 $non_clock_inputs
set_output_delay [expr $clk_period * $clk_io_pct] -clock clk0 [all_outputs]
$ cat design/flow/design.v
module sram_160b_w16 (
    CLK,
    D,
    Q,
    CEN,
    WEN,
    A
);
    input CLK;
    input WEN;
    input CEN;
    input [159:0] D;
    input [3:0] A;
    output [159:0] Q;
    reg [159:0] memory0;
    reg [159:0] memory1;
    reg [159:0] memory2;
    reg [159:0] memory3;
    reg [159:0] memory4;
    reg [159:0] memory5;
    reg [159:0] memory6;
    reg [159:0] memory7;
    reg [159:0] memory8;
    reg [159:0] memory9;
    reg [159:0] memory10;
    reg [159:0] memory11;
    reg [159:0] memory12;
    reg [159:0] memory13;
    reg [159:0] memory14;
    reg [159:0] memory15;
    reg [  3:0] add_q;
    assign Q = (add_q == 0)  ? memory0 : (
             (add_q == 1)  ? memory1 : (
             (add_q == 2)  ? memory2 : (
             (add_q == 3)  ? memory3 : (
             (add_q == 4)  ? memory4 : (
             (add_q == 5)  ? memory5 : (
             (add_q == 6)  ? memory6 : (
             (add_q == 7)  ? memory7 : (
             (add_q == 8)  ? memory8 : (
             (add_q == 9)  ? memory9 : (
             (add_q == 10) ? memory10 : (
             (add_q == 11) ? memory11 : (
             (add_q == 12) ? memory12 : (
             (add_q == 13) ? memory13 : (
             (add_q == 14) ? memory14 : memory15))))))))))))));
    always @(posedge CLK) begin
        if (!CEN && WEN)   
            add_q <= A;
        if (!CEN && !WEN)   
            case (A)
                4'b0000: memory0 <= D;
                4'b0001: memory1 <= D;
                4'b0010: memory2 <= D;
                4'b0011: memory3 <= D;
                4'b0100: memory4 <= D;
                4'b0101: memory5 <= D;
                4'b0110: memory6 <= D;
                4'b0111: memory7 <= D;
                4'b1000: memory8 <= D;
                4'b1001: memory9 <= D;
                4'b1010: memory10 <= D;
                4'b1011: memory11 <= D;
                4'b1100: memory12 <= D;
                4'b1101: memory13 <= D;
                4'b1110: memory14 <= D;
                4'b1111: memory15 <= D;
            endcase
    end
endmodule
$ cat design/flow/run.sh
#!/bin/bash
# OpenROAD 26Q1-2900-gdf79404cd8, Yosys 0.63+post, stock flow scripts
make -C /OpenROAD-flow-scripts/flow DESIGN_CONFIG=/design/flow/config.mk WORK_HOME=/design/flow/orfs finish
==> notes.md <==
- **gate count of the mapped netlist** 7321
- **Hold WC Path Type** in2reg
- **internal cell power** 3575 uW
- **dpl hpwl** 192.2 mm
- **# placed instances** 12000
- **Post-synth mux share** 0.03082
- **Non-Filler Instances** 12520
- **number of stages on the worst setup path** 12
- **max frequency** 57.93 MHz
- **Yosys Warn Count** 1
- **layout cells sized above 1** 0.1218
- **All-Layer GR Usage** 0.2047
- **Critical Path Sink** Q[49]
- **crit share post-route** 0.3301
- **Initial DRT Pass Iterations** 8
- **Cell Rows** 218
- **Peak VDD IR** 0.00002698 V
- **unrepaired setup endpoints after global routing** no
- **Post-Synth XOR/XNOR Area** 0
- **clock network fraction of total power** 0.416
- **startpoint type of the worst setup path** register
- **Core Util at FP** 0.3023
- **Core Box Area** 353800 um^2
- **CP Max Fanout** 102
- **number of buffers between clock root and the deepest sink** 4
- **part of the power in registers** 0.491
- **power density normalized to cell area** 37.53 nW/um^2
- **number of distinct standard cells referenced by the synthesized netlist** 77
- **number of H-tree branching levels** 5
- **first element of the critical path** add_q[1]
- **total I/O pin count** 327
- **Finish-stage setup viols** 0
- **result of the run** complete, no violations
- **setup slack after placement** 36.04 ns
- **delay of the slowest cell on the worst path** 0.64 ns
- **max-cap violations** 0
- **netlist area before placement** 106900 um^2
- **Setup TNS** 0 ns
- **number of nets with antenna violations after detailed routing** 0
- **yosys stat area** 106900 um^2
- **DRC violation count after routing** 0
- **number of vias per cell after detailed routing** 5.574
- **overall die width** 599.1 um
- **Worst EP required** 41.84 ns
- **tally of OpenROAD warnings** 35
- **Filler Cells Inserted** 32640
- **number of enable-type register cells in the synthesized netlist** 2564
- **post-cts repair resize count** 0
- **WL/cell** 28.00 um
- **leak pwr** 0.03894 uW
- **crit path cell chain** buf_4, buf_4, buf_4, buf_12, nand3b_1, buf_4, buf_4, o21ai_0, a221oi_1, o22ai_1, nor2_1, clkdlybuf4s50_1
- **type of the worst setup path** reg2out
- **area share of the largest cell type after synthesis** 0.7199
- **Arrival @ worst endpoint** 6.80 ns
- **clock slew at the register clock pins of the worst setup and hold paths** 0.05 ns
- **Total Die Area** 358900 um^2
- **complex-gate fraction of the synthesized area** 0.1618
- **area added between synthesis and finish** 16.35%
- **maximum number of pins on one net before global-route repair** 123
- **final cell utilization of the core** 0.3517
- **cell type with the largest total area after synthesis** sky130_fd_sc_hd__edfxtp_1
- **type of destination of the critical path** primary output
- **Slowest cell on crit path** sky130_fd_sc_hd__buf_4
- **category of cells accounting for the largest share of critical-path delay** buffers and inverters
- **yosys adder share** 0
- **average size of a mapped cell** 14.61 um^2
- **total vias in the final route** 69780
- **HP Start** A[0]
- **clock period minus worst slack** 17.26 ns
- **basic-gate share of the synthesized area counting and, or, nand and nor cells** 0.05656
- **fraction of synthesis flops using an asynchronous set or reset pin** 0
- **Top area cell types** sky130_fd_sc_hd__edfxtp_1, sky130_fd_sc_hd__mux2i_1, sky130_fd_sc_hd__nor2_1
- **number of DRC markers after the initial detailed-route iteration** 4687
- **main logic family after synthesis** AND-OR/OR-AND gates
- **Die Span Y** 599.1 um
- **P_sw** 1095 uW
- **part of the Yosys area used for sequential elements** 0.7199
- **sum of overflow across all layers after global routing** 0
- **Most Frequent Cell on Critical Path** sky130_fd_sc_hd__buf_4
- **number of pins exceeding their max-slew limit in the final report** 0
- **quantity of hold-fixing buffers added after cts** 0
- **cells in synth_stat.txt** 7321
- **I/O Buffers** 326
- **Combinational Power Share** 0.093
- **Final Power** 4670 uW
- **top_reg_cell synth** sky130_fd_sc_hd__edfxtp_1
- **CTS Root Buffer Type** sky130_fd_sc_hd__clkbuf_16
- **number of buffers added for setup after CTS** 0
- **routability congestion estimate from global placement** 0.8531
- **Switching Share** 0.2345
- **Yosys reg bits** 2564
- **CTS tree** done
- **initial antenna violation count** 59
- **Tightest Pin Transition** 0.9662 ns
- **smallest setup slack after layout** 35.04 ns
- **via count of the first global-routing pass** 74300
- **clk sink count** 2564
- **number of clock buffers inserted by TritonCTS** 282
- **Fin. Hold Viols** 0
- **first-pass GRT wire length** 501.6 mm
- **buffers and inverters on the worst path** 7
- **Final Routed Wirelength** 350.5 mm
- **max-slew headroom at the worst pin** 0.3552
-- routing by layer --
metal  part of all wire  up-vias  GRT usage
li1                   -    29940          -
met1               0.33    33580     0.2198
met2               0.46     5350     0.3056
met3               0.17      870     0.1515
met4              0.049       36    0.08448
met5            0.00072        -   0.006551
-- Yosys cell counts (166+ instances only) --
library cell	number
sky130_fd_sc_hd__nor2b_1	208
sky130_fd_sc_hd__a211oi_1	192
sky130_fd_sc_hd__mux2i_1	237
sky130_fd_sc_hd__a31oi_1	166
sky130_fd_sc_hd__nor2_1	578
sky130_fd_sc_hd__buf_2	257
sky130_fd_sc_hd__a21oi_1	391
sky130_fd_sc_hd__o21ai_0	407
sky130_fd_sc_hd__o22ai_1	247
sky130_fd_sc_hd__edfxtp_1	2564
sky130_fd_sc_hd__o221a_2	186
sky130_fd_sc_hd__clkbuf_1	251
sky130_fd_sc_hd__nand2_1	310
-- area by class of cell --
class / count / area, um^2 / area share
tap: 4730 / 5918 / 0.04756
antenna: 23 / 57.56 / 0.0004625
timing repair buffer: 562 / 5235 / 0.04207
sequential: 2564 / 76990 / 0.6188
inverter: 84 / 334.1 / 0.002685
clock inverter: 159 / 1498 / 0.01204
multi-input combinational: 4055 / 26950 / 0.2166
clock buffer: 340 / 7445 / 0.05983
-- power groups by stage --
stage     logic [uW]  clock network, uW  registers, uW
6_report         436               1940           2290
5_1_grt          467               2050           2290
4_1_cts          435               1970           2290
-- per-stage QoR --
stage	instance area (um^2)	hold slack (ns)
6_report	124400	10.27
3_5_place_dp	115400	11.16
5_1_grt	124400	10.26
3_3_place_gp	115400	11.16
2_1_floorplan	106900	10.56
4_1_cts	124400	10.21
-- placed cells by master (no fill, tap or decap), drive strengths merged, types with 83 or more instances in the layout --
cell,Yosys,routed
o221a,195,195
buf,365,236
clkdlybuf4s50,0,326
nand2,313,313
o22ai,247,247
nor2b,208,208
a21oi,391,391
a211oi,192,192
mux2i,237,237
clkinv,0,115
a221oi,153,153
nand2b,83,83
edfxtp,2564,2564
o21ai,420,420
o32ai,99,99
nor2,582,582
clkbuf,253,340
a31oi,166,166
a22oi,86,86
inv,84,94
a2111oi,84,84
-- worst min path at each step --
stage	endpoint	cells after the start	slack, ns
CTS	add_q[0]	1	10.21
global route	add_q[0]	1	10.26
finish	add_q[0]	1	10.27
-- cells by family (layout without fill, tap and decap cells) --
family / Yosys count / count (layout)
AOI/OAI and AO/OA: 2418 / 2418
buffers and inverters: 702 / 1145
other: 0 / 23
and+or+nand+nor: 1320 / 1320
muxes: 317 / 317
DFF: 2564 / 2564
Power and IR drop assume default switching activity.
