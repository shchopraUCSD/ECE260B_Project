`config.mk`:
```
export PLATFORM = sky130hd
export DESIGN_NAME = sram_128b_w16
export DESIGN_NICKNAME = sram_128b_w16
export VERILOG_FILES = /design/flow/design.v
export SDC_FILE = /design/flow/constraint.sdc
export NUM_CORES = 4
export LEC_CHECK = 1
export CORE_UTILIZATION = 40
```
`constraint.sdc`:
```
current_design sram_128b_w16

set clk_period 38.1
set clk_io_pct 0.2

create_clock -name clk0 -period $clk_period [get_ports {CLK}]

set non_clock_inputs [all_inputs -no_clocks]
set_input_delay [expr $clk_period * $clk_io_pct] -clock clk0 $non_clock_inputs
set_output_delay [expr $clk_period * $clk_io_pct] -clock clk0 [all_outputs]
```
`design.v`:
```
module sram_128b_w16 (
    CLK,
    D,
    Q,
    CEN,
    WEN,
    A
);
    input CLK;
    input WEN;
    input CEN;
    input [127:0] D;
    input [3:0] A;
    output [127:0] Q;
    reg [127:0] memory0;
    reg [127:0] memory1;
    reg [127:0] memory2;
    reg [127:0] memory3;
    reg [127:0] memory4;
    reg [127:0] memory5;
    reg [127:0] memory6;
    reg [127:0] memory7;
    reg [127:0] memory8;
    reg [127:0] memory9;
    reg [127:0] memory10;
    reg [127:0] memory11;
    reg [127:0] memory12;
    reg [127:0] memory13;
    reg [127:0] memory14;
    reg [127:0] memory15;
    reg [  3:0] add_q;
    assign Q = (add_q == 0)  ? memory0 : (
             (add_q == 1)  ? memory1 : (
             (add_q == 2)  ? memory2 : (
             (add_q == 3)  ? memory3 : (
             (add_q == 4)  ? memory4 : (
             (add_q == 5)  ? memory5 : (
             (add_q == 6)  ? memory6 : (
             (add_q == 7)  ? memory7 : (
             (add_q == 8)  ? memory8 : (
             (add_q == 9)  ? memory9 : (
             (add_q == 10) ? memory10 : (
             (add_q == 11) ? memory11 : (
             (add_q == 12) ? memory12 : (
             (add_q == 13) ? memory13 : (
             (add_q == 14) ? memory14 : memory15))))))))))))));
    always @(posedge CLK) begin
        if (!CEN && WEN)   
            add_q <= A;
        if (!CEN && !WEN)   
            case (A)
                4'b0000: memory0 <= D;
                4'b0001: memory1 <= D;
                4'b0010: memory2 <= D;
                4'b0011: memory3 <= D;
                4'b0100: memory4 <= D;
                4'b0101: memory5 <= D;
                4'b0110: memory6 <= D;
                4'b0111: memory7 <= D;
                4'b1000: memory8 <= D;
                4'b1001: memory9 <= D;
                4'b1010: memory10 <= D;
                4'b1011: memory11 <= D;
                4'b1100: memory12 <= D;
                4'b1101: memory13 <= D;
                4'b1110: memory14 <= D;
                4'b1111: memory15 <= D;
            endcase
    end
endmodule
```
`run.sh`:
```
#!/bin/bash
# OpenROAD 26Q1-2900-gdf79404cd8, Yosys 0.63+post, stock flow scripts
make -C /OpenROAD-flow-scripts/flow DESIGN_CONFIG=/design/flow/config.mk WORK_HOME=/design/flow/orfs finish
```
==> impl_metrics.tcl <==
# flow metrics
set metrics [dict create \
    numCtsBuffers 210 \
    logic_family "AND-OR/OR-AND gates" \
    path_clk_slew_ps 60 \
    post-dp-hpwl_mm 137 \
    grt_usage 0.254 \
    tightest_slew_ps 1130 \
    grt_pass1_vias 56400 \
    cts_max_path_buffers 3 \
    vias_per_cell 6.12 \
    setup_tns_ps 0 \
    cp-endpoint "Q[53]" \
    min_path_cells 1 \
    leakage_nw 31.0 \
    finalCritPeriodShare 0.363 \
    synth.most_common_cell "edfxtp_1" \
    core_area_um2 212000 \
    yosysChipArea_um2 85200 \
    post_cts_buffers 0 \
    die_h_um 464 \
    place_congestion 0.849 \
    warnings 29 \
    cts_root_buf "clkbuf_16" \
    cts_resized 0 \
    synth_area_per_cell_um2 14.9 \
    grt_max_degree 116 \
    finalPower_w 0.00493 \
    antenna_found_initial 39 \
    io_pins 263 \
    aoi_share 0.151 \
    synth_stat.cells 5708 \
    synthXorXnorAreaFrac 0 \
    synth-seq-area-share 0.723 \
    cp_data_required_time_ps 30480 \
    end_kind "output port" \
    netlist_area_um2 85200 \
    outcome "finished clean" \
    die_w_um 464 \
    grt_pass1_wl_mm 372 \
    syn_to_final_growth_pct 14.3 \
    adder_share 0 \
    htree_levels 4 \
    min_path_type "input pin to flip-flop" \
    hold_viol 0 \
    final_util 0.460 \
    flop_cell "edfxtp_1" \
    routed-via-count 54300 \
    synthArstFlopShare 0 \
    postSynthCellCount 5708 \
    largest_area_cell "edfxtp_1" \
    peakVddDrop_mv 0.0533 \
    cts_sinks 2052 \
    setup_viol 0 \
    top_cells_by_count "edfxtp_1, nor2_1, a21oi_1" \
    rows 169 \
    worst-path-max-fanout 43 \
    drc 0 \
    critPathKind "flip-flop to output port" \
    fp_util 0.402 \
    overflow 0 \
    synth.area.top_cells "edfxtp_1, mux2i_1, nor2_1" \
    rsz0062_at_grt "false" \
    fp.dieArea_um2 215000 \
    synth-edff-count 2052 \
    wl_per_cell_um 28.7 \
    tritoncts "done" \
    drive_gt1_frac 0.101 \
    cp-start-kind "flip-flop" \
    slew_violations 0 \
    cp-startpoint "add_q[3]" \
    postRouteAntennaNets 0 \
    synthSimpleGateAreaFrac 0.0492 \
    slew_headroom 0.247 \
    portBuffers 262 \
    drtPass1Iterations 5 \
    hold_buffers 0 \
    dp_slack_ps 25310 \
    mux_share 0.0502 \
    synth_cell_types 72 \
    routed_wl_mm 254 \
    top_cell_area_share 0.723 \
    drt_iter0_drc 3832 \
    ys.flops 2052 \
    fmax_mhz 72.3 \
    p_per_area_nw_per_um2 50.6 \
    finalWorstSetupSlack_ps 24270 \
    fin_crit_ps 13830 \
    synth_warnings 1 \
    placed_area_um2 90800 \
    cap_violations 0 \
    final_area_um2 97400 \
    critPathArrivalTime_ps 6210 \
]
-- critical path, cell delays in order (launching register included) --
cell             delay [ps]
edfxtp_1                340
buf_4                   460
buf_4                   590
buf_4                   460
nor2b_4                  60
buf_4                   340
nand3_4                 480
buf_4                   700
o22ai_1                 210
o32ai_1                 990
clkdlybuf4s50_1         650
-- cell families (layout without fill, tap and decap cells) --
| group | after synthesis | after routing |
|---|---|---|
| compound gates | 1794 | 1794 |
| buf+inv | 484 | 817 |
| flops | 2052 | 2052 |
| mux | 409 | 409 |
| other cells | 0 | 7 |
| simple gates | 969 | 969 |
-- registers in the layout (all words and copies together), names as in the netlist --
name and count:
memory10 128, memory13 128, memory5 128, memory8 128, memory4 128, memory12 128
memory2 128, memory11 128, memory3 128, add_q 4, memory1 128, memory6 128
memory15 128, memory14 128, memory7 128, memory9 128, memory0 128
-- where the power goes --
group	internal [W]	switching, W	total [W]
logic	0.000164	0.000283	0.000447
clock network	0.00110	0.000870	0.00197
registers	0.00251	0.00000793	0.00252
-- area by class of cell --
type                    instances  area, um2
inverters                       5       40.0
flip-flops and latches       2052      61600
diodes                          7       17.5
repair buffers                440       4050
multi-input cells            3172      21600
fillers                     18000     114000
clock buffers                 259       5440
clock inverters               113       1100
well taps                    2821       3530
-- per-stage QoR --
| stage | hold slack, ps | cells |
|---|---|---|
| detailed placement | 8440 | 8490 |
| global placement | 8440 | 8490 |
| CTS | 7520 | 8862 |
| finish | 7580 | 8869 |
| global route | 7560 | 8868 |
| floorplan | 7720 | 5708 |
-- placed cells by master, fill, tap and decap left out, types with 14 or more instances in the layout --
| cell type | n |
|---|---|
| nor3_1 | 37 |
| o2bb2ai_1 | 31 |
| nor2_1 | 511 |
| nor2b_1 | 69 |
| a22oi_1 | 161 |
| o21ai_0 | 217 |
| nand2_1 | 224 |
| a221o_1 | 123 |
| clkbuf_16 | 210 |
| a211o_1 | 31 |
| edfxtp_1 | 2052 |
| a221oi_1 | 146 |
| nor2_4 | 16 |
| clkdlybuf4s50_1 | 262 |
| o32ai_1 | 126 |
| nand3_1 | 14 |
| a2bb2oi_1 | 54 |
| mux2_2 | 96 |
| o31ai_1 | 64 |
| mux2i_1 | 307 |
| o22ai_1 | 225 |
| buf_4 | 171 |
| a22o_1 | 59 |
| clkbuf_1 | 49 |
| clkinv_2 | 29 |
| nand2b_1 | 40 |
| a211oi_1 | 19 |
| o221ai_1 | 101 |
| a31oi_1 | 26 |
| a21oi_1 | 309 |
| o211ai_1 | 59 |
| clkinv_1 | 55 |
-- worst min-delay path by stage --
stage         start        to  slack (ps)
finish         A[3]  add_q[3]        7580
CTS            A[3]  add_q[3]        7520
global route   A[0]  add_q[0]        7560
-- routing by layer --
metal,part of all wire,GRT usage,vias to the layer above
met2,0.46,0.365,3537
li1,-,-,23500
met1,0.35,0.327,26700
met4,0.029,0.0629,50
met3,0.16,0.174,537
met5,0.0022,0.0143,-
No activity file was given, so power comes from the tool's default toggle rates.
